`flow/run.sh`:
```
#!/bin/bash
# OpenROAD 26Q1-2900-gdf79404cd8, Yosys 0.63+post, stock flow scripts
make -C /OpenROAD-flow-scripts/flow DESIGN_CONFIG=/design/flow/config.mk WORK_HOME=/design/flow/orfs finish
```
`flow/config.mk`:
```
export PLATFORM = sky130hd
export DESIGN_NAME = RAM800
export DESIGN_NICKNAME = RAM800
export VERILOG_FILES = /design/flow/design.v
export SDC_FILE = /design/flow/constraint.sdc
export NUM_CORES = 4
export LEC_CHECK = 1
export CORE_UTILIZATION = 50
export SYNTH_MEMORY_MAX_BITS = 65536
```
`flow/constraint.sdc`:
```
current_design RAM800

set clk_period 154.4
set clk_io_pct 0.2

create_clock -name clk0 -period $clk_period [get_ports {CL}]

set non_clock_inputs [all_inputs -no_clocks]
set_input_delay [expr $clk_period * $clk_io_pct] -clock clk0 $non_clock_inputs
set_output_delay [expr $clk_period * $clk_io_pct] -clock clk0 [all_outputs]
```
`flow/design.v`:
```
module VDPRAM400x2
(
	input				CL0,
	input  [10:0]	AD0,
	input				WR0,
	input	 [7:0]	WD0,
	output [7:0]	RD0,
	input				CL1,
	input	 [9:0]	AD1,
	output [15:0]	RD1
);
reg A10;
always @( posedge CL0 ) A10 <= AD0[10];
wire [7:0] RD00, RD01;
DPRAM400 LS( CL0, AD0[9:0], WR0 & (~AD0[10]), WD0, RD00, CL1, AD1, 1'b0, 8'h0, RD1[15:8] );
DPRAM400 HS( CL0, AD0[9:0], WR0 & ( AD0[10]), WD0, RD01, CL1, AD1, 1'b0, 8'h0, RD1[ 7:0] );
assign RD0 = A10 ? RD01 : RD00;
endmodule
module PALETRAM
(
	input				CL0,
	input  [8:0]	AD0,
	input				WR0,
	input	 [7:0]	WD0,
	output [7:0]	RD0,
	input				CL1,
	input	 [7:0]	AD1,
	output [15:0]	RD1
);
reg A0;
always @( posedge CL0 ) A0 <= AD0[0];
wire [7:0] RD00, RD01;
DPRAM100 LS( CL0, AD0[8:1], WR0 & (~AD0[0]), WD0, RD00, CL1, AD1, 1'b0, 8'h0, RD1[ 7:0] );
DPRAM100 HS( CL0, AD0[8:1], WR0 & ( AD0[0]), WD0, RD01, CL1, AD1, 1'b0, 8'h0, RD1[15:8] );
assign RD0 = A0 ? RD01 : RD00;
endmodule
module DPRAM400
(
	input					CL0,
	input	 [9:0]		AD0,
	input					WE0,
	input  [7:0]		WD0,
	output reg [7:0]	RD0,
	input					CL1,
	input	 [9:0]		AD1,
	input					WE1,
	input  [7:0]		WD1,
	output reg [7:0]	RD1
);
reg [7:0] core[0:1023];
always @( posedge CL0 ) begin
	if (WE0) core[AD0] <= WD0;
	RD0 <= core[AD0];
end
always @( posedge CL1 ) begin
	if (WE1) core[AD1] <= WD1;
	RD1 <= core[AD1];
end
endmodule
module DPRAM100
(
	input					CL0,
	input	 [7:0]		AD0,
	input					WE0,
	input  [7:0]		WD0,
	output reg [7:0]	RD0,
	input					CL1,
	input	 [7:0]		AD1,
	input					WE1,
	input  [7:0]		WD1,
	output reg [7:0]	RD1
);
reg [7:0] core[0:255];
always @( posedge CL0 ) begin
	if (WE0) core[AD0] <= WD0;
	RD0 <= core[AD0];
end
always @( posedge CL1 ) begin
	if (WE1) core[AD1] <= WD1;
	RD1 <= core[AD1];
end
endmodule
module VDPRAM80
(
	input					CL0,
	input	 [6:0]		AD0,
	input					WE0,
	input  [7:0]		WD0,
	output [7:0]		RD0,
	input					CL1,
	input	 [6:0]		AD1,
	output [7:0]		RD1
);
reg [7:0] core[0:127];
always @( posedge CL0 ) begin
	if (WE0) core[AD0] <= WD0;
end
assign RD0 = core[AD0];
assign RD1 = core[AD1];
endmodule
module RAM1000
(
	input					CL,
	input [11:0]		AD,
	input					WR,
	input	 [7:0]		ID,
	output [7:0]		OD
);
reg [7:0] core[0:4095];
always @( posedge CL ) begin
	if (WR) core[AD] <= ID;
end
assign OD = core[AD];
endmodule
module RAM800
(
	input					CL,
	input [10:0]		AD,
	input					WR,
	input	 [7:0]		ID,
	output [7:0]		OD
);
reg [7:0] core[0:2047];
always @( posedge CL ) begin
	if (WR) core[AD] <= ID;
end
assign OD = core[AD];
endmodule
module LineDBuf
(
	input 		 rC,
	input  [9:0] rA,
	output [6:0] rD,
	input			 rE,
	input			 wC,
	input	 [9:0] wA,
	input  [6:0] wD,
	input			 wE
);
DPRAM1024_7 core(
	rA,wA,
	rC,wC,
	7'd0,wD,
	rE,wE,
	rD
);
endmodule
```
==> impl_metrics.env <==
# implementation run metrics
export IMPL_status="completed"
export IMPL_grt_ovfl_total=0
export IMPL_ys_cells=34970
export IMPL_yosys_warnings=1
export IMPL_fp_util=0.5020
export IMPL_warnings=118
export IMPL_cts_sinks=16380
export IMPL_powerDensity_nw_per_um2=13.10
export IMPL_cts_root_buf="clkbuf_16"
export IMPL_rows=411
export IMPL_top_regs="core x16384"
export IMPL_largest_reg_flops=16380
export IMPL_finalMaxSlewViolations=0
export IMPL_chipArea_um2=1263000
export IMPL_fp_dieW_mm=1.124
export IMPL_maxCapViolCount=0
export IMPL_vias_per_cell=6.054
export IMPL_io_pins=29
export IMPL_grt_max_degree=126
export IMPL_dp_hpwl_mm=1102
export IMPL_relSlewSlack=0.07592
export IMPL_wl_per_cell_um=32.57
export IMPL_drt_iter0_markers=21710
export IMPL_p_leak_nw=239.6
export IMPL_final_antenna_net_count=0
export IMPL_ys_types=33
export IMPL_wl_met2_mm=798.6
export IMPL_clock_path_buffers=6
export IMPL_async_flop_share=0
export IMPL_largest_register="core"
export IMPL_period_minus_slack_ns=73.46
export IMPL_cts_hold_buf=0
export IMPL_grt_usage=0.3114
export IMPL_fin_ws_ns=80.94
export IMPL_grt_pass1_vias=341100
export IMPL_core_area_um2=1253000
export IMPL_path_clk_slew_ns=0.06
export IMPL_tns_ns=0
export IMPL_synth_top_cell_area_share=0.7820
export IMPL_cts_htree_levels=7
export IMPL_timing_hold_ws_ns=30.00
export IMPL_ys_seq_share=0.7820
export IMPL_drt_wl_total_mm=1765
export IMPL_ys_top_cells_by_area="edfxtp_1 78%, mux2i_1 13%, o22ai_1 4.1%"
export IMPL_tightestPinTransition_ns=1.386
export IMPL_finalClockPeriodUsage=0.4758
export IMPL_path_max_fanout=95
export IMPL_worst_setup_path_type="input pin to output pin"
export IMPL_worstHoldPathCells=1
export IMPL_cts_repair_resized=0
export IMPL_synthTopCellsByCount="16,380 x edfxtp_1, 8,192 x mux2i_1, 4,096 x o22ai_1"
export IMPL_ir_worst_vdd_uv=11.53
export IMPL_topRoutingLayerUsed="met5"
export IMPL_critPathLaunchType="input pin"
export IMPL_cp_end_kind="output pin"
export IMPL_grt_pass1_wl_mm=2487
export IMPL_min_path_type="input pin to flop"
export IMPL_finalSetupViolations=0
export IMPL_post_cts_buffers=0
export IMPL_nFillCells=91640
export IMPL_pre_cts_ws_ns=81.02
export IMPL_drt_pass1_iter_count=6
export IMPL_place_gp_congestion=0.9096
export IMPL_drc=0
export IMPL_ys_chip_area_um2=629100
export IMPL_cts_tree="built"
export IMPL_synthFlopType="edfxtp_1"
export IMPL_rsz0062_at_grt="false"
export IMPL_required_ns=123.52
export IMPL_antenna_found_initial=129
export IMPL_syn_inst=34970
export IMPL_fmax_mhz=13.61
export IMPL_synth_area_per_cell_um2=17.99
export IMPL_synth_most_common_cell="edfxtp_1"
export IMPL_cts_buffers=1719
export IMPL_layout_drive_gt1_share=0.1053
export IMPL_syn_area_um2=629100
export IMPL_ys_flops=16380
export IMPL_chipHeight_mm=1.124
export IMPL_edf_count=16380
export IMPL_finalHoldViolCount=0
export IMPL_dr_total_vias=328000
export IMPL_yosysTopAreaCell="edfxtp_1"
export IMPL_portBuffers=28
export IMPL_wl_met1_mm=564.2
export IMPL_syn2layout_area_growth_pct=12.38
export IMPL_worstPathArrival_ns=42.58
export IMPL_dr_wl_met3_mm=321.2
==> final timing paths <==
kind                   from             to  slack (ns)
worst min-delay path  ID[7]  core[1743][7]       30.00
worst max-delay path  AD[1]          OD[6]       80.94
==> final cells by class <==
type,instances,area [um2],area share
multi-input cells,16290,127100,0.1798
clock buffers,2083,44640,0.06314
flip-flops and latches,16380,492000,0.6959
clock inverters,969,9351,0.01323
well taps,16730,20930,0.02960
repair buffers,1540,12500,0.01769
diodes,194,485.5,0.0006867
==> stage by stage <==
stage,power (W),instances,instance area [um2],util
6_report,0.009263,54190,707000,0.5641
5_1_grt,0.009502,54050,706600,0.5639
4_1_cts,0.009310,53990,706500,0.5637
3_5_place_dp,0.005376,50940,652500,0.5206
3_3_place_gp,0.005370,50930,652300,0.5205
2_1_floorplan,0.005172,34970,629100,-
==> cell usage in the layout, fill, tap and decap left out, drive strengths merged, types with 47 or more instances in the layout <==
cell type,Yosys,layout
edfxtp,16380,16380
buf,1467,1520
nor2,2046,2046
a21oi,512,512
clkinvlp,0,47
diode,0,194
o22ai,4096,4096
clkbuf,828,2084
nand2,188,188
mux2i,8192,8192
clkinv,0,727
nor4,1152,1152
bufinv,0,173
==> layer usage <==
layer  up-vias  track usage
met5         -      0.01577
met3      3258       0.2451
met4       202       0.1103
li1     143500            -
met1    163400       0.3921
met2     17690       0.4274
==> worst max-delay path, stage by stage <==
cell and delay [ns]:
buf_16 0.27, buf_4 0.71, buf_4 0.56, buf_4 0.51
buf_4 0.69, buf_4 0.61, buf_4 0.65, buf_4 0.72
buf_4 0.79, buf_12 0.53, mux2i_1 0.32, o22ai_1 0.13
nor4_1 0.59, a21oi_1 0.34, nor4_1 0.60, buf_4 0.22
nand2_1 0.26, a22oi_1 0.69, buf_4 0.24, nand4_1 0.86
buf_16 0.49, clkdlybuf4s50_1 0.43
==> power by group <==
group          internal (W)  switching [W]
clock network       0.00233        0.00165
logic              0.000110       0.000278
registers           0.00489    0.000000326
total               0.00734        0.00193
==> logic make-up after synthesis <==
group | after synthesis | share of synthesized area
compound gates | 4640 | 0.04518
buf+inv | 2295 | 0.01682
flops | 16380 | 0.7820
mux | 8192 | 0.1303
simple gates | 3461 | 0.02565
Power and IR drop assume default switching activity.
